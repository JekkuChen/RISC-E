<file path="design.v">
module STAGE_WRITEBACK  (
  input wire [31:0] pc,
  input wire [6:0] opcode,
  input wire [2:0] funct3,
  input wire [31:0] alu_res,
  input wire [31:0] dmem_out,
  output reg [31:0] new_reg_data
);  
  localparam LOAD = 7'b0000011;     
  localparam JALR = 7'b1100111;     
  localparam JAL = 7'b1101111;      
  always @(*) begin  
    if (opcode == LOAD) begin
      case (funct3) 
        3'b000: new_reg_data = {{24{dmem_out[7]}}, dmem_out[7:0]};  
        3'b001: new_reg_data = {{16{dmem_out[15]}}, dmem_out[15:0]};  
        3'b010: new_reg_data = dmem_out[31:0];  
        3'b100: new_reg_data = {{24{1'b0}}, dmem_out[7:0]};  
        3'b101: new_reg_data = {{16{1'b0}}, dmem_out[15:0]};  
        default: new_reg_data = dmem_out[31:0];  
      endcase
    end else if ((opcode == JAL) || (opcode == JALR)) begin
      new_reg_data = pc + 4;
    end else begin  
      new_reg_data = alu_res;
    end
  end
endmodule
</file>
<file path="run.sh">
#!/bin/bash
# OpenROAD 26Q1-2900-gdf79404cd8, Yosys 0.63+post, stock flow scripts
make -C /OpenROAD-flow-scripts/flow DESIGN_CONFIG=/design/flow/config.mk WORK_HOME=/design/flow/orfs finish
</file>
<file path="config.mk">
export PLATFORM = sky130hd
export DESIGN_NAME = STAGE_WRITEBACK
export DESIGN_NICKNAME = STAGE_WRITEBACK
export VERILOG_FILES = /design/flow/design.v
export SDC_FILE = /design/flow/constraint.sdc
export NUM_CORES = 4
export LEC_CHECK = 1
export CORE_AREA = 10 10 92 92
export DIE_AREA = 0 0 102 102
</file>
<file path="constraint.sdc">
current_design STAGE_WRITEBACK

set clk_period 5.6
set clk_io_pct 0.2

create_clock -name clk0 -period $clk_period

set non_clock_inputs [all_inputs -no_clocks]
set_input_delay [expr $clk_period * $clk_io_pct] -clock clk0 $non_clock_inputs
set_output_delay [expr $clk_period * $clk_io_pct] -clock clk0 [all_outputs]
</file>
==> flow.log <==
[flow] final metrics
[metrics] worst setup path endpoint: new_reg_data[27]
[metrics] reported net switching power: around 0.05 mW
[metrics] reported leakage power: about 0.98 nW
[metrics] post-cts hold buffer count: 0
[metrics] Routed Wire Length: ~7700 um
[metrics] Cells after Synth: approximately 250
[metrics] post-CTS setup buffers: 0
[metrics] Synth Seq Share: 0%
[metrics] final slew viol count: 0
[metrics] Critical Path Stages: 7
[metrics] setup total negative slack: 0 ps
[metrics] kind of path behind the tightest hold check: in2out
[metrics] share of power burned in the clock network: 0%
[metrics] data arrival time of the critical path: around 3700 ps
[metrics] Layout Area Growth over Synthesis: 105%
[metrics] max-slew headroom at the worst pin: about three fifths
[metrics] worst voltage drop across the vdd grid: a little over 30 uV
[metrics] RD Place Congestion: between 0.8 and 0.9
[metrics] RSZ-0062 raised after global routing: no
[metrics] Top cell by count, worst path: clkdlybuf4s50_1
[metrics] status: finished, final reports clean
[metrics] Setup-failing EPs final: 0
[metrics] mean instance size in the synthesized netlist: ~5.6 sq um
[metrics] number of flip-flops and latches: 0
[metrics] Core Region: around 6500 sq um
[metrics] slowest CP cell: clkdlybuf4s50_1
[metrics] Final Critical Period: 4780 ps
[metrics] largest net degree at the start of global routing: 32
[metrics] Layout Utilization: between 40% and 50%
[metrics] # port buffers: 138
[metrics] vias in the first global route: 2106
[metrics] critical path peak fanout: 13
[metrics] count of nets left with antenna violations after detail routing: 0
[metrics] Cell Int Power: about 0.11 mW
[metrics] vertical die dimension: 102 um
[metrics] category of the worst setup path capture point: primary output
[metrics] Flop pwr share: 0%
[metrics] Avg WL per Cell: roughly 17 um
[metrics] max-cap check violation count: 0
[metrics] Crit Path Class: in2out
[metrics] gate family responsible for the most delay along the worst path: simple AND/OR/NAND/NOR gates
[metrics] final antenna diode count: 0
[metrics] Critical Path RT: ~4500 ps
[metrics] fraction of layout cells with a size suffix above 1: 3.75%
[metrics] area taken by flip-flops and latches: 0 sq um
[metrics] Yosys top cell by area: a21oi_1
[metrics] final hold vios: 0
[metrics] standard-cell row count: 29
[metrics] wire length of the first global-routing pass: between 10000 and 15000 um
[metrics] slew at the pin closest to its max-slew limit: 594 ps
[metrics] Combinational Power Share: roughly 100%
[metrics] Distinct lib cells used: 36
[metrics] post-cts gate resize count: 0
[metrics] Finished Cell Area: approximately 2800 sq um
[metrics] die outline area: between 10000 and 15000 sq um
[metrics] all-layer global routing usage: between 10% and 20%
[metrics] post-route fraction of the period consumed by the critical path: between 80% and 90%
[metrics] ordered cell list for the critical path: clkdlybuf4s50_1 > and3_1 > nand3_1 > or3_1 > xnor2_1 > o21ai_0 > clkdlybuf4s50_1
[metrics] maximum frequency from static timing analysis: ~0.21 GHz
[metrics] fp_density: between 20% and 30%
[metrics] synth top area cells: a21oi_1, xnor2_1, o21ai_0
[metrics] Critical Path Max Stage Delay: 550 ps
[metrics] Yosys warning count: 1
[metrics] count of clock buffers in the final design: 0
[metrics] number of antenna violations at the first check in global routing: 0
[metrics] total via count in the routed design: ~2100
[metrics] total grt overflow: 0
[metrics] die width: about 100 um
[metrics] Chip Area, Yosys: 1370 sq um
[metrics] Critical path origin: pc[4]
[metrics] Synth top area share: 15.7%
[metrics] drt via density: between 4 and 5
[metrics] top-level I/O count: 138
[metrics] Netlist Area Pre-Place: 1370 sq um
[metrics] launching element type of the critical path: input port
[metrics] fill count: roughly 670
[metrics] DRC: 0
[metrics] Crit path buffers/inverters: 2
[metrics] fraction of power spent switching nets: between 30% and 40%
[metrics] DRC marker count from the first detailed-route iteration: around 58
[metrics] placed cell area: roughly 2800 sq um
[metrics] number of logged tool warnings: 32
[metrics] pwr/cell area: around 56 nW/um^2
[metrics] cell count in the Yosys report: roughly 250
[metrics] DRT Pass-1 Iters: 7
[metrics] Detail Placement HPWL: 6600 um
[cells by family after synthesis]
kind of cell	after synthesis	synth area share (%)
fa+ha+maj	1	0.913
mux	2	1.46
simple gates	106	39.1
buf+inv	23	7.94
xor+xnor	24	15.3
compound gates	90	35.3
[layout by cell type, fill, tap and decap left out, types with 5 or more instances in the layout]
| cell type | Yosys | layout |
|---|---|---|
| nor3_1 | 8 | 8 |
| xnor2_1 | 19 | 19 |
| a21oi_1 | 43 | 43 |
| buf_4 | 0 | 7 |
| nor4_1 | 6 | 6 |
| nand3_1 | 11 | 11 |
| nor2_1 | 19 | 19 |
| or3_1 | 5 | 5 |
| xor2_1 | 5 | 5 |
| inv_1 | 5 | 5 |
| nand2_1 | 37 | 37 |
| clkdlybuf4s50_1 | 0 | 138 |
| o21ai_0 | 31 | 31 |
[worst min-delay path, stage by stage]
cell	delay, ps
clkdlybuf4s50_1	400
nand2_1	50
a31oi_1	80
clkdlybuf4s50_1	400
[stage by stage]
step	instances	worst slack, ps	hold slack (ps)	power, mW
2_1_floorplan	246	2180	2290	0.0381
3_5_place_dp	450	796	3170	0.158
3_3_place_gp	450	831	3170	0.158
4_1_cts	450	812	3170	0.159
5_1_grt	450	667	3190	0.171
6_report	450	817	3160	0.157
[final cells by class]
cell class	count	area (sq um)	area share [%]
inverters	5	18.8	0.668
repair buffers	145	1430	51.0
multi-input cells	223	1260	44.9
well taps	77	96.3	3.43
[worst min path at each step]
stage / startpoint / cells after the start / end / slack [ps]
global route: dmem_out[5] / 4 / new_reg_data[5] / 3190
finish: alu_res[1] / 4 / new_reg_data[1] / 3160
CTS: alu_res[1] / 4 / new_reg_data[1] / 3170
[power groups by stage]
stage / sequential (mW) / combinational (mW) / clock (mW)
after CTS: 0 / 0.159 / 0
after global routing: 0 / 0.171 / 0
final: 0 / 0.157 / 0
[cells in the mapped netlist, types with 4 or more instances]
| library cell | number |
|---|---|
| nor3_1 | 8 |
| nand2_1 | 37 |
| nor2_1 | 19 |
| o21ai_0 | 31 |
| a211oi_1 | 4 |
| a21oi_1 | 43 |
| xor2_1 | 5 |
| nand3_1 | 11 |
| xnor2_1 | 19 |
| clkbuf_1 | 14 |
| nor4_1 | 6 |
| and3_1 | 4 |
| inv_1 | 5 |
| or3_1 | 5 |
[metal layers]
| layer | global-route usage [%] | vias to the layer above | part of all wire [%] |
|---|---|---|---|
| met5 | 0 | - | 0 |
| met4 | 0 | 0 | 0 |
| met3 | 2.18 | 0 | 5.9 |
| met2 | 24.4 | 64 | 48 |
| met1 | 18.5 | 860 | 46 |
| li1 | - | 1138 | - |
Power is estimated from default activity; no workload was simulated.
