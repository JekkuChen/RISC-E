--- ./run.sh ---
#!/bin/bash
# OpenROAD 26Q1-2900-gdf79404cd8, Yosys 0.63+post, stock flow scripts
make -C /OpenROAD-flow-scripts/flow DESIGN_CONFIG=/design/flow/config.mk WORK_HOME=/design/flow/orfs finish
--- ./config.mk ---
export PLATFORM = sky130hd
export DESIGN_NAME = STAGE_EXECUTE
export DESIGN_NICKNAME = STAGE_EXECUTE
export VERILOG_FILES = /design/flow/design.v
export SDC_FILE = /design/flow/constraint.sdc
export NUM_CORES = 4
export LEC_CHECK = 1
export CORE_UTILIZATION = 50
--- ./constraint.sdc ---
current_design STAGE_EXECUTE

set clk_period 15.3
set clk_io_pct 0.2

create_clock -name clk0 -period $clk_period

set non_clock_inputs [all_inputs -no_clocks]
set_input_delay [expr $clk_period * $clk_io_pct] -clock clk0 $non_clock_inputs
set_output_delay [expr $clk_period * $clk_io_pct] -clock clk0 [all_outputs]
--- ./design.v ---
module STAGE_EXECUTE (
    input wire [31:0] pc,   
    input wire [6:0] opcode,
    input wire [31:0] rs1,
    input wire [31:0] rs2,
    input wire [2:0] funct3,
    input wire [6:0] funct7,
    input wire [31:0] imm,
    input wire [4:0] shamt,
    input wire [4:0] addr_rd,
    output reg [31:0] alu_res,
    output reg br_taken,
    output wire reg_write_back,
    output wire dmem_read_write
);
    localparam LUI = 7'b0110111;     
    localparam AUIPC = 7'b0010111;   
    localparam JAL = 7'b1101111;      
    localparam BRANCH = 7'b1100011;   
    localparam JALR = 7'b1100111;     
    localparam LOAD = 7'b0000011;     
    localparam OP_IMM = 7'b0010011;   
    localparam STORE = 7'b0100011;    
    localparam OP = 7'b0110011;       
    localparam ECALL = 7'b1110011;    
    wire u_type;
    wire j_type;
    wire b_type;
    wire i_type;
    wire s_type;
    wire r_type;
    assign u_type = (opcode == LUI) || (opcode == AUIPC);
    assign j_type = (opcode == JAL);
    assign b_type = (opcode == BRANCH);
    assign i_type = (opcode == JALR) || (opcode == LOAD) || (opcode == OP_IMM);
    assign s_type = (opcode == STORE);
    assign r_type = (opcode == OP) || (opcode == ECALL);
    assign reg_write_back = (r_type || i_type || u_type || j_type) && (addr_rd != 0);
    assign dmem_read_write = s_type;
    always @(*) begin
        case(1)
            u_type: begin
                if (opcode == AUIPC) begin
                    alu_res = imm + pc;
                end else begin
                    alu_res = imm;
                end
            end
            r_type: begin
                    alu_res = rs1 + rs2;  
                    case(funct3) 
                        3'b000: begin 
                            if (funct7[5]) alu_res = rs1 - rs2;  
                            else alu_res = rs1 + rs2;  
                        end
                        3'b001: alu_res = rs1 << rs2[4:0];  
                        3'b010: alu_res = ($signed(rs1) < $signed(rs2)) ? 1 : 0;  
                        3'b011: alu_res = (rs1 < rs2) ? 1 : 0;  
                        3'b100: alu_res = rs1 ^ rs2 ;  
                        3'b101: begin 
                            alu_res = rs1 >> rs2[4:0];  
                            if (funct7[5]) alu_res = $signed(rs1) >>> rs2[4:0];  
                        end
                        3'b110: alu_res = rs1 | rs2;  
                        3'b111: alu_res = rs1 & rs2;  
                    endcase
            end
            i_type: begin
                if (opcode == OP_IMM) begin
                    alu_res = rs1 + imm;
                    case(funct3) 
                        3'b000: alu_res = rs1 + imm;  
                        3'b001: alu_res = rs1 << shamt;  
                        3'b010: alu_res = ($signed(rs1) < $signed(imm)) ? 1 : 0;  
                        3'b011: alu_res = (rs1 < imm) ? 1 : 0;  
                        3'b100: alu_res = rs1 ^ imm ;  
                        3'b101: begin 
                            alu_res = rs1 >> shamt;  
                            if (funct7[5]) alu_res = $signed(rs1) >>> shamt;  
                        end
                        3'b110: alu_res = rs1 | imm;  
                        3'b111: alu_res = rs1 & imm;  
                    endcase
                end else begin  
                    alu_res = imm + rs1;
                end
            end
            s_type: begin
                alu_res = imm + rs1;  
            end
            default: begin  
                alu_res = imm + pc;
            end
        endcase
    end
    always @(*) begin
        if (opcode == BRANCH) begin
            case(funct3) 
                3'b000: br_taken = (rs1 == rs2) ? 1'b1 : 1'b0;  
                3'b001: br_taken = (rs1 != rs2) ? 1'b1 : 1'b0;  
                3'b100: br_taken = ($signed(rs1) < $signed(rs2)) ? 1'b1 : 1'b0;  
                3'b101: br_taken = ($signed(rs1) >= $signed(rs2)) ? 1'b1 : 1'b0;  
                3'b110: br_taken = (rs1 < rs2) ? 1'b1 : 1'b0;  
                3'b111: br_taken = (rs1 >= rs2) ? 1'b1 : 1'b0;  
                default: br_taken = 1'b0;
            endcase
        end else if ((opcode == JALR) || (opcode == JAL)) begin
            br_taken = 1;
        end else begin
            br_taken = 0;    
        end
    end
endmodule
==> deck_impl_summary.md <==
Flow Results at a Glance

Critical path
  • WS Path Type: in -> out
  • CP max FO: 32
  • CP Depth: 13
  • Slowest stage delay, CP: about 0.93 ns
  • CP top delay family: simple AND/OR/NAND/NOR gates
  • Crit path from: opcode[4]
  • CP endpoint: alu_res[28]
  • WP data required: about 12 ns
  • Slowest library cell on the worst path: nor3_1
  • Critical-path cell list: clkdlybuf4s50_1 > and4bb_1 > nand3_1 > nand2_2 > buf_4 > a21oi_1 > a21oi_1 > a21oi_1 > nor3_1 > o211ai_1 > a21oi_1 > a211oi_1 > clkdlybuf4s50_1
  • CP Capture Type: output port
  • Critical path arrival: between 9 and 10 ns
  • Most common cell on crit path: a21oi_1
  • Crit start category: input port
  • Buf+Inv Stages, Crit Path: 3

Yosys
  • Count of cell types in the netlist: approximately 94
  • Area leader share: 18.1%
  • Yosys top cell by area: ha_1
  • Top area cell types: ha_1 18%, a21oi_1 9.2%, mux2i_1 6.5%
  • Mapped Avg Cell Area: 6.45 um2
  • Seq/Total Area, Yosys: 0%
  • Synthesis area per yosys: 15400 um2
  • Synth warn: 1
  • Yosys cell count: ~2400
  • Post-synthesis cell count: about 2400
  • Area of the mapped netlist: between 15000 and 20000 um2

Floorplanning
  • Height of the die: 178 um
  • Ports: ~190
  • Die area: around 32000 um2
  • # rows: 63
  • Die Wd: approximately 180 um
  • Initial Util: 51.4%
  • Core Area: 30000 um2

GRT
  • First-pass GRT wire length: 112000 um
  • Gr busiest metal: met2
  • M2 GR Usage: around two thirds
  • Antenna violations before repair: 1
  • M1 GR Usage: 66.5%
  • Pin count of the biggest net entering global routing: approximately 63
  • GR Overflow Total: 0
  • Vias in the first global route: 17610
  • Met3 usage: 18.8%
  • Total Routing Usage GR: 48.4%

Route
  • Via/cell ratio: 7.02
  • Residual DRC: 0
  • Drt pass-1 iters: 8
  • Iteration-0 DRC Markers: 2651
  • Post-route ant nets: 0
  • Routed WL: between 70000 and 80000 um
  • Avg WL per Cell: 26.9 um
  • Routed via count: 20076

Min path
  • Min-delay worst type: in -> out
  • Worst Hold Depth: 5

Finish
  • Final Util: between 50% and 60%
  • Seq_cells: 0
  • Clock buf count: 0
  • Layout filler cell count: ~2800
  • Layout area overhead: 13.3%
  • Share of cells above drive strength 1: 4.95%
  • Sequential Area: 0 um2
  • Post-route insts no fill: about 2900

Final timing
  • Final Cycle Share: between 70% and 80%
  • Max Slew Vio Count: 0
  • Setup_tns: 0 ns
  • Final Hold Fails: 0
  • Rel. slew slack: approximately 23%
  • Tmin final: 12.20 ns
  • Fmax: 82.0 MHz
  • Slew at the pin closest to its max-slew limit: 1.15 ns
  • Post-route setup slack: 3.10 ns
  • RSZ-0062 raised after global routing: no
  • Final setup viols: 0

Power
  • Leakage power: 7.55 nW
  • Sw Share: approximately 61%
  • Worst vdd ir: 0.0000272 V
  • Power Density: slightly above 40 nW/um2
  • P_int: about 270 uW
  • Switching power: around 430 uW

Clock network
  • Postcts setup bufs: 0
  • Cts hold-fix bufs: 0
  • PostCTS Resize Cnt: 0

Placed design
  • Pre-CTS WS: 3.76 ns
  • # port buffers: 184
  • DP Cell Count: between 2000 and 3000
  • Final RePlAce weighted congestion: 1.11
  • DP HPWL: 59200 um

Job
  • Max-Cap Viols: 0
  • Count of tool warnings: 167

Run status
  • Status: complete, no violations
area by class of cell:
cell class / instances / area (um2) / area share [%]
multi-input combinational: 2059 / 14100 / 80.7
timing repair buffer: 245 / 2280 / 13.0
inverter: 163 / 612 / 3.50
tap: 390 / 488 / 2.79
antenna: 2 / 5.00 / 0.0286
Yosys cell counts (22+ instances only):
cell	number
nand2_1	253
o22ai_1	41
a31oi_1	38
a221oi_1	31
inv_1	163
nor2b_1	22
nor2_1	189
a22oi_1	24
xor2_1	30
o31ai_1	24
a21o_1	31
a211oi_1	78
a21oi_1	285
buf_2	31
o211ai_1	27
mux2i_1	100
nor3_1	65
xnor2_1	47
ha_1	223
o21ai_0	184
nand3_1	45
clkbuf_1	115
cells in the final DEF (no fill, tap or decap), drive strengths merged, types with 36 or more instances in the layout:
cell type,Yosys,layout
a21oi,287,287
nand2,256,256
ha,223,223
o21ai,197,197
nor2,190,190
clkdlybuf4s50,0,179
inv,163,163
mux2i,103,103
a211oi,80,80
nor3,67,67
buf,56,66
xnor2,47,47
nand3,45,45
o22ai,41,41
a31oi,38,38
a221oi,36,36
cell families (layout without fill, tap and decap cells):
family	after synthesis	after routing	share of synthesized area (%)
muxes	114	114	7.88
other	0	2	0
buffers and inverters	334	408	8.89
and+or+nand+nor	695	695	20.5
adders and majority gates	227	227	18.6
AOI/OAI and AO/OA	946	946	39.7
xor gates and xnor gates	77	77	4.37
per-layer routing:
metal	share of wire, %	wire length [um]	vias to the layer above
li1	-	-	9012
met1	39	30000	9129
met2	39	30200	1629
met3	16	12200	300
met4	5.7	4340	6
met5	0.12	93	-
per-stage QoR:
| step | power, mW | cell area (um2) | hold slack [ns] |
|---|---|---|---|
| 4_1_cts | 0.674 | 17500 | 7.08 |
| 6_report | 0.705 | 17500 | 7.09 |
| 5_1_grt | 0.748 | 17500 | 7.12 |
| 3_5_place_dp | 0.670 | 17500 | 7.07 |
| 3_3_place_gp | 0.668 | 17500 | 7.07 |
| 2_1_floorplan | 0.420 | 15400 | 6.24 |
power groups by stage:
stage    registers (mW)  clock network [mW]  logic, mW
4_1_cts               0                   0      0.674
5_1_grt               0                   0      0.748
how the worst min path moves through the flow:
stage          from    endpoint  slack (ns)
5_1_grt   funct3[2]  alu_res[3]        7.12
6_report  funct3[2]  alu_res[3]        7.09
4_1_cts   funct3[2]  alu_res[3]        7.08
No activity file was given, so power comes from the tool's default toggle rates.
